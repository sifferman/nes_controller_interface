[flow/design.v]
module nes_controller #(
    parameter SYNC_LATCH = 1
) (
    input   wire [7:0]  buttons_ni,
    input   wire        clk_i,
    input   wire        latch_i,
    output  wire        serial_no
);
    wire [7:0] shift_register_d;
    reg [7:0] shift_register_q = 0;
    generate if (SYNC_LATCH==0) begin : async_latch
        assign shift_register_d = {shift_register_q[6:0], 1'b0};
        always @(posedge clk_i or posedge latch_i) begin
            if (latch_i) begin
                shift_register_q <= buttons_ni;
            end else begin
                shift_register_q <= shift_register_d;
            end
        end
    end else begin : sync_latch
        assign shift_register_d = latch_i ? buttons_ni : {shift_register_q[6:0], 1'b0};
        always @(posedge clk_i) begin
            shift_register_q <= shift_register_d;
        end
    end endgenerate
    assign serial_no = shift_register_q[7];
endmodule
[flow/run.sh]
#!/bin/bash
# OpenROAD 26Q1-2900-gdf79404cd8, Yosys 0.63+post, stock flow scripts
make -C /OpenROAD-flow-scripts/flow DESIGN_CONFIG=/design/flow/config.mk WORK_HOME=/design/flow/orfs finish
[flow/config.mk]
export PLATFORM = sky130hd
export DESIGN_NAME = nes_controller
export DESIGN_NICKNAME = nes_controller
export VERILOG_FILES = /design/flow/design.v
export SDC_FILE = /design/flow/constraint.sdc
export NUM_CORES = 4
export LEC_CHECK = 1
export CORE_AREA = 10 10 70 70
export DIE_AREA = 0 0 80 80
[flow/constraint.sdc]
current_design nes_controller

set clk_period 1.0
set clk_io_pct 0.2

create_clock -name clk0 -period $clk_period [get_ports {clk_i}]

set non_clock_inputs [all_inputs -no_clocks]
set_input_delay [expr $clk_period * $clk_io_pct] -clock clk0 $non_clock_inputs
set_output_delay [expr $clk_period * $clk_io_pct] -clock clk0 [all_outputs]
==> flow_summary.ini <==
; flow metrics
[clock_tree]
worstSkewPairLatency_ns = 0.24
clk_path_buf_depth = 2
post_cts_hold_buffer_count = 0
clock_sink_count = 8
htreeDepth = 1
clkTransAtPathRegs_ns = 0.05
cts_root_buffer = sky130_fd_sc_hd__clkbuf_4
clock_buffer_count_from_cts = 3
cts_tree = yes

[routing]
routed_via_density = 2.16
detailedRoute.firstIterationViolations = 1
wirelength_um = 517
detail-route-antenna-nets = 0
drt-pass1-iter-count = 2
num_vias = 164
n_antenna_cell = 0
post_drt_wl_per_cell_um = 6.80
drt_drc_violations_left = 0

[placement]
place.port_buffers = 10
place_area_um2 = 450
gpl.final_weighted_congestion = 0.729
post-place-cells = 73

[synth]
yosys-stat-cells = 17
ys_top_cells_by_area = sky130_fd_sc_hd__dfxtp_1 56%, sky130_fd_sc_hd__mux2_4 37%, sky130_fd_sc_hd__buf_6 4.0%
post_synth.cell_area_avg_um2 = 16.7
total_of_flip_flops_plus_latches_after_synthesis = 8
yosys_warnings = 1
ys_dominant_reg_cell = sky130_fd_sc_hd__dfxtp_1
synth-edff-count = 0
top_area_cell = sky130_fd_sc_hd__dfxtp_1
tally_of_unique_sky130hd_cells_used_after_synthesis = 4
post-synth-top-area-fraction = 0.564
synth_area_um2 = 284
post_synth_top_cells = 8 x sky130_fd_sc_hd__dfxtp_1, 7 x sky130_fd_sc_hd__mux2_4, 1 x sky130_fd_sc_hd__and2_2, 1 x sky130_fd_sc_hd__buf_6
synth_chip_area_um2 = 284
sequential_cell_area_fraction_in_the_yosys_report = 0.564
mapped_cells = 17
async_flop_share = 0
most_used_standard_cell_by_instance_count_after_synthesis = sky130_fd_sc_hd__dfxtp_1

[global_routing]
first_global_vias = 177
largest_net_degree_at_the_start_of_global_routing = 9
grt-busiest-layer = met1
grt_antenna_before_repair = 0
track_usage = 0.0193
grt_util_met1 = 0.0243
global_routing_met3_resource_utilization = 0.0239
grt_util_met2 = 0.0193
globalRouteOverflowTotal = 0
global_route_wire_length_before_repair_um = 890

[worst_setup_path]
worst_setup_path_start_kind = register
cpMaxStageDelayCell = sky130_fd_sc_hd__dfxtp_1
critical_path.max_fanout = 1
path_cells = clkdlybuf4s15_1
ff2ff_path_depth = 1
worst-path-buf-inv = 1
worstSetupPathDepth = 1
critPathKind = reg2out
worst_ep_arrival_time_ns = 0.70
timing.critical_path.from = shift_register_q[7]$_DFF_P_
data_required_time_of_the_worst_path_ns = 0.80
worstSetupEndpointType = output pin
r2r-start = shift_register_q[0]$_SDFF_PN0_
timing.critical_path.slowest_cell_delay_ns = 0.30
timing.critical_path.max_delay_family = flip-flops

[run]
max_cap_viols = 0
stage_log_warnings = 25

[power_and_ir_drop]
clock_power_share = 0.333
p_per_area_nw_per_um2 = 1460
netSwitchingPower_uw = 120
irDropWorstVdd_mv = 0.547
leak_pwr_nw = 0.192
design_power_total_uw = 688
seq_power_share = 0.519
combinationalPowerShare = 0.148
netSwitchingFraction = 0.174
intPower_uw = 568

[floorplan]
floorplan.die.width_um = 80
design.portCount = 11
placementRows = 21
die.size.y_um = 80
design.core.area_um2 = 3420
initCoreUtil = 0.0832
die-area_um2 = 6400

[worst_hold_path]
hold_path.startpoint = shift_register_q[4]$_DFF_P_
holdCritPathClass = reg2reg
worst_hold_path.num_cells = 1

[final_timing]
hold-worst-slack_ns = 0.453
fin_crit_sh = 0.903
max_freq_mhz = 1110
fin_skew_ns = 0.000176
final_max_slew_viol_count = 0
timing.final.crit_period_ns = 0.903
rsz0062_at_grt = no
tightestPinTransition_ns = 0.107
setup_viol_count_final = 0
slew_headroom = 0.929
number_of_hold_violations_in_the_final_report = 0

[layout]
drive_gt1_frac = 0.400
largest_reg_flops = 8
fin_area_um2 = 472
utilization = 0.138
regMostFlops = shift_register_q
largest_registers = shift_register_q: 8 flops
areaGrowthSynthToFinish_pct = 66.1
finalNonFillerCells = 76

[outcome]
outcome = finished, final reports clean
==> logic make-up (layout without fill, tap and decap cells) <==
family | count (synthesis) | in the layout | synth area share
flops | 8 | 8 | 0.564
mux | 7 | 7 | 0.370
simple gates | 1 | 1 | 0.0264
buf+inv | 1 | 14 | 0.0396
==> power groups by stage <==
stage / clock, mW / sequential (mW) / combinational [mW]
global route: 0.269 / 0.359 / 0.108
finish: 0.229 / 0.357 / 0.102
CTS: 0.247 / 0.357 / 0.102
==> metal layers <==
metal / wire length [um] / share of wire
met1: 280 / 0.54
met2: 146 / 0.28
met3: 91 / 0.18
met4: 0 / 0
met5: 0 / 0
==> layout make-up <==
cell class	instances	area, um2
multi-input combinational	8	113
sequential	8	160
tap	46	57.6
timing repair buffer	11	119
fill	388	2940
clock buffer	3	22.5
==> placed cells by master, fill, tap and decap left out <==
cell type,instances
sky130_fd_sc_hd__and2_2,1
sky130_fd_sc_hd__buf_12,1
sky130_fd_sc_hd__clkbuf_4,3
sky130_fd_sc_hd__clkdlybuf4s15_1,1
sky130_fd_sc_hd__clkdlybuf4s50_1,8
sky130_fd_sc_hd__dfxtp_1,8
sky130_fd_sc_hd__dlygate4sd2_1,1
sky130_fd_sc_hd__mux2_4,7
==> metrics by stage <==
step                TNS [ns]  setup WS (ns)
floorplan                  0          0.270
global placement       -1.88         -0.259
detailed placement     -1.97         -0.271
CTS                        0         0.0234
global route               0         0.0393
finish                     0         0.0973
==> what timing repair did <==
action                     4_1_cts  5_1_grt
setup buffers                    0        0
setup endpoints to repair        3        1
gates resized                    2        1
==> path summary, 6_finish.rpt <==
check | slack (ns) | end
min reg2reg | 0.45 | shift_register_q[5]$_DFF_P_
max reg2reg | 0.34 | shift_register_q[1]$_DFF_P_
min | 0.45 | shift_register_q[5]$_DFF_P_
max | 0.1 | serial_no
No activity file was given, so power comes from the tool's default toggle rates.
