<file path="run.sh">
#!/bin/bash
# OpenROAD 26Q1-2900-gdf79404cd8, Yosys 0.63+post, stock flow scripts
make -C /OpenROAD-flow-scripts/flow DESIGN_CONFIG=/design/flow/config.mk WORK_HOME=/design/flow/orfs finish
</file>
<file path="config.mk">
export PLATFORM = sky130hd
export DESIGN_NAME = nes_controller_interface
export DESIGN_NICKNAME = nes_controller_interface
export VERILOG_FILES = /design/flow/design.v
export SDC_FILE = /design/flow/constraint.sdc
export NUM_CORES = 4
export LEC_CHECK = 1
export CORE_UTILIZATION = 50
</file>
<file path="constraint.sdc">
current_design nes_controller_interface

set clk_period 8.3
set clk_io_pct 0.2

create_clock -name clk0 -period $clk_period [get_ports {clk}]

set non_clock_inputs [all_inputs -no_clocks]
set_input_delay [expr $clk_period * $clk_io_pct] -clock clk0 $non_clock_inputs
set_output_delay [expr $clk_period * $clk_io_pct] -clock clk0 [all_outputs]
</file>
<file path="design.v">
module nes_controller_interface #(
    parameter NUM_CONTROLLERS = 4,   
    parameter LATCH_PULSE_WIDTH = 1  
) (
    input   wire                            clk,
    input   wire                            rst,
    input   wire                            start_fetch_i,
    output  wire                            valid_o,
    output  wire                            controller_clk_o,  
    output  wire                            controller_latch_o,
    input   wire  [NUM_CONTROLLERS-1:0]     controller_serial_LIST_ni,
    output  wire  [8*NUM_CONTROLLERS-1:0]   data_LIST_o
);
    localparam WAIT     = 2'b00;
    localparam LATCH    = 2'b01;
    localparam READ     = 2'b10;
    reg [1:0]   state_d, state_q = WAIT;
    reg         latch_d, latch_q = 0;
    reg [3:0]   num_bits_left_d, num_bits_left_q = 0;
    localparam LATCH_TIMER_WIDTH = (LATCH_PULSE_WIDTH < 1) ? ($clog2(LATCH_PULSE_WIDTH)) : (1);
    localparam LATCH_TIMER_MAX = LATCH_PULSE_WIDTH - 1;
    reg [LATCH_TIMER_WIDTH-1:0] latch_timer_d, latch_timer_q = 0;
    wire has_bits_left = (num_bits_left_q != 0);
    assign valid_o = ( !has_bits_left ) && ( !latch_q );
    assign controller_latch_o = latch_q;
    assign controller_clk_o = clk && (has_bits_left || controller_latch_o);
    always @* begin
        num_bits_left_d = num_bits_left_q;
        latch_d = latch_q;
        state_d = state_q;
        latch_timer_d = latch_timer_q;
        case ( state_q )
            WAIT: begin
                if ( start_fetch_i ) begin
                    latch_d = 1;
                    state_d = LATCH;
                    latch_timer_d = LATCH_TIMER_MAX;
                end
            end
            LATCH: begin
                if ( latch_timer_q == 0 ) begin
                    state_d = READ;
                    num_bits_left_d = 4'd8;
                    latch_d = 0;
                end else begin
                    latch_timer_d = latch_timer_q - 1;
                end
            end
            READ: begin
                if ( has_bits_left ) begin
                    num_bits_left_d = num_bits_left_q - 1;
                end else if ( start_fetch_i ) begin
                    latch_d = 1;
                    state_d = LATCH;
                    latch_timer_d = LATCH_TIMER_MAX;
                end else begin
                    state_d = WAIT;
                end
            end
            default: ;
        endcase
    end
    always @(posedge clk) begin
        if ( rst ) begin
            num_bits_left_q <= 0;
            latch_q <= 0;
            state_q <= WAIT;
            latch_timer_q <= 0;
        end else begin
            num_bits_left_q <= num_bits_left_d;
            latch_q <= latch_d;
            state_q <= state_d;
            latch_timer_q <= latch_timer_d;
        end
    end
    genvar controller_GEN;
    generate for (controller_GEN = 1; controller_GEN <= NUM_CONTROLLERS; controller_GEN = controller_GEN+1 ) begin : controller
    reg [7:0] data_d, data_q = 0;
    assign data_LIST_o[8*(controller_GEN-1)+:8] = data_q;
    reg [7:0] shift_register_d, shift_register_q = 0;
    always @* begin
        shift_register_d = shift_register_q;
        data_d = data_q;
        if ( num_bits_left_q != 0 ) begin
            shift_register_d = {shift_register_q[6:0], ~controller_serial_LIST_ni[controller_GEN-1]};
            if ( num_bits_left_d == 0 ) begin
                data_d = shift_register_d;
            end
        end
    end
    always @(posedge clk) begin
        if ( rst ) begin
            shift_register_q <= 0;
            data_q <= 0;
        end else begin
            shift_register_q <= shift_register_d;
            data_q <= data_d;
        end
    end
    end endgenerate
endmodule
</file>
==> Slide: Implementation Results <==
Synthesis and Place & Route Summary

Place
  – Worst slack at placement: 2.00 ns
  – Placed cells: 413
  – Placed cell areas: 0.00327 mm2
  – Placer Congestion: 0.776
  – # port buffers: 41
  – Hpwl dp: 2.78 mm

Clocking
  – TritonCTS clock tree: yes
  – Buffer count from post-CTS setup fixing: 0
  – Worst-path clk slew: 0.07 ns
  – # hold bufs at CTS: 0
  – Cts repair resizes: 0
  – Clock Latency Late Sink: 0.43 ns

Synthesis
  – Mux area share: 11.8%
  – Post-synth area from yosys stat: 0.00284 mm2
  – Simple share: 25.2%
  – Yosys aoi share: 9.33%
  – Yosys warns: 1
  – Seq/Total Area, Yosys: 47.2%
  – Main logic family: simple AND/OR/NAND/NOR gates
  – Post-synthesis xor/xnor area fraction: 0%
  – Netlist cell types: 28
  – Synth Cell Area: 0.00284 mm2
  – Ys cells: 318
  – Flops & latches, synth: 67
  – Adder share: 2.20%
  – Post-Synthesis Cells: 318
  – Synth Area per Inst: 8.94 um2

Floorplan
  – Core area: 0.00551 mm2
  – DIE AREA: 0.00599 mm2
  – Num rows: 27
  – Fp util: 51.6%
  – Die Y: 77.4 um
  – I/O pins: 42
  – Die W: 77.4 um

Global routing
  – Vias in the first global route: 1,883
  – Tot GR Track Use: 17.6%
  – Initial antenna violation count: 0
  – Global route total overflow: 0
  – Pin count of the biggest net entering global routing: 100
  – First-pass GRT wire length: 8.40 mm

Cells and area
  – Share of cells above drive strength 1: 6.96%
  – Cell area after layout: 0.00347 mm2
  – Synthesis-to-finish area growth: 22.1%
  – Final core utilization: 63.1%
  – Top cell excl fill/tap: dfxtp_1
  – Top cells excl fill/tap: dfxtp_1, nand2b_1, nand2_1
  – Fin cells: 431

Setup path
  – Crit-path max FO: 2
  – Crit path kind: clock port to output pin
  – Crit path DRT: 6.64 ns
  – Worst r2r src: num_bits_left_q[0]
  – Critical Path AT: 4.89 ns
  – Worst setup EP type: output pin
  – CP Launch Type: clock port
  – CP Launch Point: clk

Drt
  – DRC errors left: 0
  – Antenna-violating nets left: 0
  – Detailed-route via count: 2,094
  – Detailed Routing Iterations Pass 1: 4
  – DRT iter0 DRCs: 92
  – N_diodes: 0
  – Routed vias/inst: 4.86
  – WL/cell: 11.5 um
  – Drt total wl: 4.95 mm

STA
  – Final Max Slew Viols: 0
  – Final hold violations: 0
  – Final Skew: 0.00710 ns
  – # setup viols final: 0
  – Final TNS setup: 0 ns
  – Post-route setup slack: 1.75 ns
  – Worst hold slack: 0.456 ns
  – Slew margin rel.: 49.1%
  – RSZ-0062 raised after global routing: false
  – Worst-margin pin slew: 0.764 ns

Hold path
  – Hold Crit Class: register to register
  – Worst hold start: controller[2].shift_register_q[6]

Power
  – Design Power: 0.745 mW
  – Worst VDD drop: 137 uV
  – Pleak: 1.17 nW
  – Power per cell area: 215 mW/mm2

Status
  – Outcome: completed

Job
  – Max-cap violations: 0
  – Tool warnings: 31
==> Yosys cell counts (all sizes together) <==
library cell	number	area (um2)
nor2	19	71.3
a21o	1	7.51
a211oi	6	45.0
mux2	5	56.3
dfxtp	67	1340
buf	6	38.8
clkbuf	16	60.1
or3b	1	8.76
mux2i	28	280
nor3	1	5.00
nor4	1	21.3
a221oi	1	8.76
inv	6	22.5
nand3	2	10.0
o221ai	1	8.76
a21oi	32	160
o21ai	2	10.0
nand2	50	188
nand2b	59	369
o21ba	1	10.0
o2bb2ai	1	15.0
ha	5	62.6
nor2b	7	43.8
==> cell type report <==
type | count | area [um2]
fill | 463 | 2030
multi-input combinational | 223 | 1380
sequential | 67 | 1340
timing repair buffer | 44 | 425
clock buffer | 16 | 196
tap | 72 | 90.1
inverter | 6 | 22.5
clock inverter | 3 | 15.0
==> worst max-delay path, stage by stage <==
cell and delay [ns]:
clkbuf_8 0.11, clkbuf_8 0.12, nor2b_1 0.11, clkdlybuf4s50_1 0.40
==> worst paths after layout <==
check,endpoint,slack (ns),cells past startpoint
hold reg to reg,controller[2].shift_register_q[6],0.46,2
setup reg to reg,controller[2].data_q[0],5.45,9
hold / removal,controller[2].shift_register_q[6],0.46,2
setup / recovery,controller_clk_o,1.75,4
==> registers in the layout (all words and copies together), names as in the netlist <==
register	count
num_bits_left_q	4
controller.data_q	32
controller.shift_register_q	28
latch_q	1
state_q	2
==> layer usage <==
layer  part of all wire [%]  track usage [%]  up-vias  wire length, um
met5                      0                0        -                0
met4                    2.1             4.91        0              106
met3                    3.6             2.51       10              176
met2                     42             26.0       53             2060
met1                     53             27.7      917             2600
li1                       -                -     1114                -
==> power breakdown <==
| part | switching (mW) | internal [mW] |
|---|---|---|
| Clock | 0.119 | 0.149 |
| Combinational | 0.0748 | 0.0575 |
| Sequential | 0.00985 | 0.334 |
==> kinds of logic (layout without fill, tap and decap cells) <==
kind of cell / count (synthesis) / after routing
AND/OR/NAND/NOR: 140 / 140
flip-flops: 67 / 67
AND-OR/OR-AND: 45 / 45
multiplexers: 33 / 33
buffers and inverters: 28 / 69
adder cells (fa/ha/maj): 5 / 5
Power and IR drop assume default switching activity.
